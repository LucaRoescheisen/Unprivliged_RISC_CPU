File: design/flow/run.sh
#!/bin/bash
# OpenROAD 26Q1-2900-gdf79404cd8, Yosys 0.63+post, stock flow scripts
make -C /OpenROAD-flow-scripts/flow DESIGN_CONFIG=/design/flow/config.mk WORK_HOME=/design/flow/orfs finish
File: design/flow/config.mk
export PLATFORM = sky130hd
export DESIGN_NAME = fetch_stage
export DESIGN_NICKNAME = fetch_stage
export VERILOG_FILES = /design/flow/design.v
export SDC_FILE = /design/flow/constraint.sdc
export NUM_CORES = 4
export LEC_CHECK = 1
export CORE_AREA = 10 10 133 133
export DIE_AREA = 0 0 143 143
File: design/flow/constraint.sdc
current_design fetch_stage

set clk_period 6.5
set clk_io_pct 0.2

create_clock -name clk0 -period $clk_period [get_ports {clk}]

set non_clock_inputs [all_inputs -no_clocks]
set_input_delay [expr $clk_period * $clk_io_pct] -clock clk0 $non_clock_inputs
set_output_delay [expr $clk_period * $clk_io_pct] -clock clk0 [all_outputs]
File: design/flow/design.v
module fetch_stage(
    input clk,
    input reset,
    input stall,
    input flush,
    input cpu_halt,
    input pc_src,     
    input [31:0] csr_pc_update,
    input [31:0] pc_target,
    input csr_update_pc,
    input [31:0] mem_instr,
    output [31:0] pc_out,
    output reg [31:0] pc,  
    output pc_trap,
    output [31:0] instr_fetch_addr
);
  assign instr_fetch_addr = pc >> 2;
  wire [31:0] pc_4 = pc +4;
  assign pc_out = pc_4;
  assign pc_trap = (pc[1:0] != 2'b00);
reg pc_raw_grab;
always @(posedge clk or posedge reset) begin
    if(reset) begin
        pc <= 32'h0;
        pc_raw_grab <= 0;
    end else begin
        if(stall || cpu_halt)
            pc <= pc;
        else if(flush)
            pc <= pc_target;
        else if(csr_update_pc)
            pc <= csr_pc_update;
        else begin
                pc <= pc + 4;
        end
    end
end
endmodule
module decode_stage(
  input clk,
  input [31:0] IF_ID_instr,
  input [31:0] IF_ID_pc,
  input [31:0] mem_wb_result,
  input [4:0]  wb_rd,           
  input [4:0]  ram_rd_reg,
  input [31:0] wb_result,       
  input        wb_reg_write,    
  input        wb_is_load_reg,
  output [31:0] id_rs1_val,
  output [31:0] id_rs2_val,
  output        id_reg_write_reg,
  output [31:0] id_imm_val,
  output [4:0]  id_alu_op,
  output [2:0]  id_div_op,
  output [4:0]  id_rd_addr,
  output [4:0]  id_rs1_addr,
  output [4:0]  id_rs2_addr,
  output        id_alu_src,  
  output [2:0]  id_branch_type,
  output        id_is_branch,
  output        id_jal_jump,
  output        id_jalr_jump,
  output        id_decoder_illegal,
  output        id_is_load,
  output        id_is_store,
  output [2:0]  id_load_type,
  output [2:0]  id_store_type,
  output        id_div_start,
  output        id_div_instruction,
  output        id_is_lui,
  output        cpu_halt,
  output        is_auipc,
  output [2:0]  csr_func,
  output        csr_write_enable,
  output        wrote_to_regfile,
  output [11:0] csr_addr,
  output        is_mret
 );
  wire [4:0] rs1_wire;
  wire [4:0] rs2_wire;
  wire [4:0] rd_wire;
  assign id_rd_addr = rd_wire;
  wire [31:0] wb_final_data = (wb_is_load_reg) ? mem_wb_result : wb_result;
  assign id_rs1_addr = rs1_wire;
  assign id_rs2_addr = rs2_wire;
  decoder decoder_module(
    .instr(IF_ID_instr),
    .rd(rd_wire),
    .rs1(rs1_wire),
    .rs2(rs2_wire),
    .imm(id_imm_val),
    .alu_op(id_alu_op),
    .reg_write(id_reg_write_reg),
    .alu_src(id_alu_src),
    .b_type(id_branch_type),
    .is_branch(id_is_branch),
    .jal_jump(id_jal_jump),
    .jalr_jump(id_jalr_jump),
    .decoder_illegal(id_decoder_illegal),
    .is_load(id_is_load),
    .is_store(id_is_store),
    .load_type(id_load_type),
    .store_type(id_store_type),
    .div_op(id_div_op),
    .div_start(id_div_start),
    .is_div_instruction(id_div_instruction),
    .is_lui(id_is_lui),
    .cpu_halt(cpu_halt),
    .is_auipc(is_auipc),
    .csr_func(csr_func),
    .csr_write_enable(csr_write_enable),
    .csr_addr(csr_addr),
    .is_mret(is_mret)
  );
  regfile reg_file_module(
    .clk(clk),
    .rs1(rs1_wire),
    .rs2(rs2_wire),
    .rd(wb_rd),
    .result(wb_final_data),
    .csr_write_enable(csr_write_enable),
    .reg_write(wb_reg_write),
    .rs1_val(id_rs1_val),
    .rs2_val(id_rs2_val),
    .wrote_to_regfile(wrote_to_regfile)
  );
endmodule
module execute_stage(
  input clk,
  input reset,
  input [31:0] id_pc_reg,
  input [31:0] id_pc_4_reg,
  input [31:0] id_rs1_val_reg,
  input [31:0] id_rs2_val_reg,
  input [31:0] id_imm_val_reg,
  input id_alu_src_reg,
  input id_is_branch_reg,
  input [2:0] id_branch_type_reg,
  input id_jal_jump_reg,
  input id_jalr_jump_reg,
  input [4:0] id_alu_op_reg,
  input [2:0] id_div_op_reg,
  input       id_div_instruction,
  input       id_ex_is_lui_reg,
  input        id_ex_is_auipc,
  input        ex_mem_reg_write_reg,
  input [4:0]  ex_mem_rd,
  input [4:0]  mem_wb_rd,
  input [4:0]  id_rs1_addr,
  input [4:0]  id_rs2_addr,
  input [31:0] ex_mem_result_reg,
  input [31:0] mem_wb_result_reg,
  input        mem_wb_write_reg,
  input [2:0] load_type,
  input [2:0] store_type,
  input is_load,
  input is_store,
  output [31:0] ex_result,
  output        flush,
  output [31:0] ex_pc_target,
  output [31:0] ex_ram_address,
  output divider_busy,
  output divider_finished_comb,
  output reg misaligned,
  output [31:0] csr_w_data,
  output send_to_uart
);
  wire [31:0] forward_val_b;
  wire [31:0] forward_val_a;
  wire [31:0] forward_val_b_inter;
  wire [31:0] div_result, alu_result;
  wire [31:0] alu_b = id_alu_src_reg ? id_imm_val_reg : forward_val_b;
  wire [31:0] result = id_div_instruction ? div_result : (id_ex_is_lui_reg) ? id_imm_val_reg : (id_ex_is_auipc) ? (id_pc_reg + id_imm_val_reg) : alu_result;
  wire divider_finished;
  assign divider_finished_comb = id_div_instruction && divider_finished;
  wire div_busy;
  assign divider_busy = div_busy;
  wire divider_trigger;
  assign divider_trigger = id_div_instruction && !div_busy && !divider_finished;
  wire take_branch;
  wire ex_jump_branch_taken;
  wire [31:0] target_pc_imm;  
  assign target_pc_imm   = id_pc_reg + id_imm_val_reg;
  wire [31:0] target_rs1_imm;  
  assign target_rs1_imm  = (forward_val_a + id_imm_val_reg ) & ~32'h1;
  assign ex_jump_branch_taken = id_jal_jump_reg || id_jalr_jump_reg || (id_is_branch_reg && take_branch);
  assign flush = id_jal_jump_reg || id_jalr_jump_reg || (id_is_branch_reg && take_branch);
  assign ex_pc_target = ((id_jalr_jump_reg) ? target_rs1_imm : target_pc_imm);
  assign ex_ram_address = forward_val_a + id_imm_val_reg;
  always @(*) begin
    misaligned = 1'b0;
    if(is_load) begin
      misaligned = (load_type == 3'b010 && ex_ram_address[1:0] != 2'b00) |
                    (load_type == 3'b01 && ex_ram_address[0] != 1'b0);
    end
    else if(is_store) begin
      misaligned = (store_type == 3'b010 && ex_ram_address[1:0] != 2'b00) |
                    (store_type == 3'b01 && ex_ram_address[0] != 1'b0);
    end
  end
  assign ex_result = (id_jal_jump_reg || id_jalr_jump_reg) ? id_pc_4_reg:  result;
  assign csr_w_data = forward_val_a;
  assign forward_val_a =
    (ex_mem_reg_write_reg && (ex_mem_rd != 0) && (ex_mem_rd == id_rs1_addr)) ? ex_mem_result_reg :
    (mem_wb_write_reg     && (mem_wb_rd != 0) && (mem_wb_rd == id_rs1_addr))  ? mem_wb_result_reg :
    id_rs1_val_reg ;
   assign forward_val_b_inter =
    (ex_mem_reg_write_reg && (ex_mem_rd != 0) && (ex_mem_rd == id_rs2_addr)) ? ex_mem_result_reg :
    (mem_wb_write_reg     && (mem_wb_rd != 0) && (mem_wb_rd == id_rs2_addr)) ? mem_wb_result_reg :
    id_rs2_val_reg;
  assign forward_val_b = id_alu_src_reg ? id_imm_val_reg : forward_val_b_inter;
  assign send_to_uart = ex_ram_address >= 32'h10000004;
  alu alu_module(
    .a(forward_val_a),
    .b(alu_b),
    .alu_op(id_alu_op_reg),
    .result(alu_result)
  );
    divider divider_module(
    .clk(clk),
    .divisor(forward_val_b),
    .dividend(forward_val_a),
    .start(divider_trigger),
    .div_op(id_div_op_reg),
    .result(div_result),
    .busy(div_busy),
    .finished(divider_finished)
  );
  branch_unit branch_unit_module(
    .is_branch(id_is_branch_reg),
    .b_type(id_branch_type_reg),
    .rs1_val(forward_val_a),
    .rs2_val(forward_val_b),
    .take_branch(take_branch)
  );
endmodule
==> impl_metrics.toml <==
# generated from flow reports
[logic_synthesis]
ff_type = "dfrtp_1"
synth_cell_types = 56
fa_ha_area_share_pct = 0.4225
synthTopLogicFamily = "AND-OR/OR-AND gates"
ys_chip_area_um2 = 2962
ys_ff = 32
top_cell_area_share_pct = 27.04
edf_count = 0
synthTopCellsByArea = "dfrtp_1 (27%), buf_4 (8.6%), xnor2_1 (4.7%)"
synthXorXnorAreaFrac_pct = 7.689
synth_async_sr_flop_share_pct = 100.0
syn-instance-count = 372
syn_avg_cell_area_um2 = 7.961
netlist_area_um2 = 2962
most_common_cell = "buf_4"
largest_area_cell = "dfrtp_1"
synthAoiAreaFrac_pct = 24.80
yosysSeqAreaShare_pct = 27.04
ys_warn_count = 1
simple_gate_area_share_pct = 24.21
ys_cells = 372
ys_sh_mux_pct = 1.690
common_cells = "buf_4 (34), dfrtp_1 (32), nand2_1 (27), clkbuf_1 (25), nor2_1 (22)"

[die]
ios = 200
fp_util_pct = 20.15
dieArea_um2 = 20450
die_y_um = 143
die_x_um = 143
placementRows = 44
core_um2 = 14700

[critical_path]
critPathMaxFanout = 8
crit_type = "reg -> out"
crit_path_end = "pc_out[30]"
critPathRequiredTime_ns = 5.20
rr_startpoint = "pc[2]"
start_kind = "flop"
critPathCaptureType = "output port"
reg2reg_depth = 5
r2r_end = "pc[26]"
startpoint = "pc[2]"
rrSetupSlack_ns = 3.78
cp_data_arrival_time_ns = 3.22

[routing]
vias_per_cell = 4.799
drt_iter0_markers = 255
ant_nets = 0
vias = 3220
drc = 0
routed_wl_um = 12800
drt_first_pass_iters = 5
antenna_cells_inserted = 0
post_drt_wl_per_cell_um = 19.07

[finish]
drive_gt1_share_pct = 6.366
mi_logic_area_um2 = 1757
synthToLayoutAreaGrowth_pct = 57.96
largest_register_ffs = 32
utilization_pct = 31.83
largest-register = "pc"
top_regs = "pc: 32 flops"
fillers = 1449
ff_latch_area_um2 = 800.8

[final_timing]
setup_viol = 0
slew_viol_final = 0
min_period_ns = 4.518
holdWs_ns = 0.6085
fmax_mhz = 221.3
setup-tns-final_ns = 0
rsz0062_at_grt = "false"
slew_headroom_pct = 41.02
hold_violations = 0
skew_ns = 0.009562
tightest_slew_ns = 0.8766
fin_crit_sh_pct = 69.51

[power]
seq_power_share_pct = 32.3
ir_drop_mv = 0.08428
comb_power_share_pct = 40.7
p_leak_nw = 1.740
power.density_nw_per_um2 = 216.2
p_int_w = 0.0007139
clock_power_share_pct = 27.0
switchingPower_w = 0.0002973
p_sw_share_pct = 29.40
finalPower_w = 0.001011

[hold_path]
hold_class = "reg -> reg"

[clock_network]
cts_tree = "yes"
htree_levels = 2
cts_buffer_depth = 2
post_cts_buffers = 0
insertion_delay_ns = 0.28
cts_buffers = 5
hold_buffers = 0
post_cts_resized = 0
clockRootBuffer = "clkbuf_16"
clkTransAtPathRegs_ns = 0.06
cts.sinks = 32

[global_route]
first_global_vias = 3190
antenna_found_initial = 0
grt_max_degree = 43
track_usage_pct = 12.02
grt_pass1_wl_um = 19320
overflow = 0

[placed_design]
place.gp.congestion = 0.8141
post-dp-hpwl_um = 9655
port-buffer-count = 164

[job]
cap_viol_max_count = 0
tool_warnings = 58

[status]
status = "finished, final reports clean"
==> cell type report <==
cell class	count	share of cell area [%]
repair buffers	171	36.11
clock buffers	6	2.755
multi-input cells	266	37.55
clock inverters	2	0.7489
inverters	10	0.8024
flip-flops and latches	32	17.12
well taps	184	4.921
==> power by group through the flow <==
stage	Clock, W	Sequential [W]	Combinational (W)
4_1_cts	0.000280	0.000326	0.000425
5_1_grt	0.000289	0.000339	0.000454
6_report	0.000273	0.000326	0.000412
==> per-stage QoR <==
step	worst slack [ns]	instances	area (um2)
after CTS	1.953	671	4678
after detailed placement	2.265	663	4514
after global placement	2.279	663	4514
after floorplan	3.218	373	2965
after global routing	1.654	671	4678
final	1.982	671	4678
==> logic make-up after synthesis <==
group,after synthesis
xor gates and xnor gates,26
DFF,32
AOI/OAI and AO/OA,103
adders and majority gates,1
buffers and inverters,75
other,1
muxes,5
and+or+nand+nor,129
==> metal layers <==
| metal | vias to the layer above | GRT usage, % | wire length (um) |
|---|---|---|---|
| met5 | - | 0 | 0 |
| met1 | 1530 | 15.99 | 5541 |
| met4 | 0 | 0.9229 | 100 |
| li1 | 1566 | - | - |
| met2 | 116 | 20.06 | 6240 |
| met3 | 8 | 3.063 | 913 |
==> placed cells by master (no fill, tap or decap), types with 12 or more instances in the layout <==
cell type        count
o21ai_0             21
clkdlybuf4s50_1    163
a21oi_1             15
nand3_1             15
dfrtp_1             32
nor2_1              20
xnor2_1             16
nand2_1             27
a22oi_1             12
==> worst max-delay path, stage by stage, from the launching register on <==
cell and delay (ns):
dfrtp_1 0.47, ha_1 0.35, nand3_1 0.30, or4_1 0.72, or3_4 0.44, xnor2_1 0.13, clkdlybuf4s50_1 0.52
==> worst min path at each step <==
| stage | endpoint | cells after the start | slack [ns] | from |
|---|---|---|---|---|
| global route | pc[0] | 2 | 0.66 | pc[0] |
| finish | pc[1] | 2 | 0.61 | pc[1] |
| CTS | pc[1] | 2 | 0.61 | pc[1] |
Power is estimated from default activity; no workload was simulated.

`./config.mk`:
```
export PLATFORM = sky130hd
export DESIGN_NAME = fsm
export DESIGN_NICKNAME = fsm
export VERILOG_FILES = /design/flow/design.v
export SDC_FILE = /design/flow/constraint.sdc
export NUM_CORES = 4
export LEC_CHECK = 1
export CORE_AREA = 10 10 70 70
export DIE_AREA = 0 0 80 80
```
`./constraint.sdc`:
```
current_design fsm

set clk_period 2.4
set clk_io_pct 0.2

create_clock -name clk0 -period $clk_period [get_ports {clk}]

set non_clock_inputs [all_inputs -no_clocks]
set_input_delay [expr $clk_period * $clk_io_pct] -clock clk0 $non_clock_inputs
set_output_delay [expr $clk_period * $clk_io_pct] -clock clk0 [all_outputs]
```
`./design.v`:
```
module fsm(
  input clk,
  input reset,
  input decoder_illegal,
  input mem_busy,
  input is_load_store,
  input is_div_instruction,
  input div_busy,
  output reg [2:0] state
);
reg [2:0] next_state;
localparam FETCH      = 3'b000,
           DECODE     = 3'b001,
           EXECUTE    = 3'b010,
           WRITE_BACK = 3'b011,  
           MEM_WAIT   = 3'b100,
           TRAP       = 3'b101,
           DIV_WAIT   = 3'b110;
always @(posedge clk) begin
  if(reset) state <= FETCH;
  else      state <= next_state;
end
always @(*) begin
  next_state = state;
  case(state)
    FETCH      : next_state = DECODE;
    DECODE     : next_state = decoder_illegal ? TRAP : EXECUTE ;
    EXECUTE    : begin
                  if(is_div_instruction) next_state = DIV_WAIT;
                  else if(is_load_store) next_state = MEM_WAIT;  
                  else next_state = WRITE_BACK;
                 end
    MEM_WAIT   : next_state = mem_busy ? MEM_WAIT : WRITE_BACK;
    DIV_WAIT   : next_state = div_busy ? DIV_WAIT : WRITE_BACK;
    WRITE_BACK : next_state = FETCH;
    TRAP       : next_state = FETCH;
    default    : next_state = FETCH;
  endcase
end
endmodule
```
`./run.sh`:
```
#!/bin/bash
# OpenROAD 26Q1-2900-gdf79404cd8, Yosys 0.63+post, stock flow scripts
make -C /OpenROAD-flow-scripts/flow DESIGN_CONFIG=/design/flow/config.mk WORK_HOME=/design/flow/orfs finish
```
==> results.toml <==
# generated from flow reports
[floorplanning]
die_area_mm2 = 0.006400
io_pins = 10
coreArea_mm2 = 0.003416
fp_util_pct = 5.495
rows = 21
die_x_um = 80
die_y_um = 80

[clock_tree]
numCtsBuffers = 3
cts_sinks = 3
cts_tree = "built"
post_cts.repair.setup_buffers = 0
clkLatencyLatePin_ps = 230
path_clk_slew_ps = 40
cts-resized-gates = 0
hold_buffers = 0
cts_root_buf = "clkbuf_4"
ctsHtreeMaxLevel = 1
clockBufferDepth = 2

[worst_setup_path]
cp_max_fo = 10
crit_family = "buffers and inverters"
crit_chain = "clkdlybuf4s50_1"
startpoint_type = "register"
worstPathArrival_ps = 1280
crit_type = "register to primary output"
path_buffers = 1
critPathSlowestCell = "clkdlybuf4s50_1"
cp.required_ps = 1920
cp_slowest_stage_delay_ps = 540
cp-end-kind = "primary output"

[flow_run]
cap_violations = 0
log.warning_count = 25

[timing]
tightest_slew_ps = 338.4
fmax_ghz = 0.5689
slew_violations = 0
finalCritPeriodShare_pct = 73.24
fin_crit_ps = 1758
hold_violations = 0
finalWorstSetupSlack_ps = 642.2
finalClockSkew_ps = 6.094
tns_ps = 0
setup_violations = 0
relSlewSlack_pct = 77.41
rsz0062_at_grt = "false"

[yosys]
syn_inst = 22
ys_seq_share_pct = 32.00
synth_chip_area_um2 = 187.7
numSynthFlops = 3
syn_avg_cell_area_um2 = 8.531
ys_cells = 22
synth_warnings = 1
synth_cell_types = 17
syn_area_um2 = 187.7

[outcome]
status = "completed"

[grt]
antenna_found_initial = 0
grt_pass1_vias = 233
use_met2_pct = 3.291
grt_pass1_wl_um = 1048
grt-busiest-layer = "met2"
met1_usage_pct = 2.253
grt_use_met3_pct = 1.023
grt_overflow_total = 0
grt_usage_pct = 2.059
grt_max_degree = 11

[detailed_routing]
drt_iter0_drc = 9
diodes = 0
ant_nets = 0
via_per_inst = 2.663
drt-pass1-iter-count = 4
drt_wl_total_um = 678
avgRoutedWirePerCell_um = 8.475
drc = 0
vias = 213

[placement]
post-place-ws_ps = 838.2
globalplace.congestion = 0.8032
port_buffers = 9
place_area_um2 = 324.1
hpwl_um = 542.8

[final_layout]
seq_area_um2 = 60.06
syn2layout_area_growth_pct = 86.67
final_area_um2 = 350.3
largest_reg_flops = 3
lay_top_count = "clkdlybuf4s50_1"
comb_area_um2 = 112.6
final_util_pct = 10.26
reg_top3 = "state x3"
regMostFlops = "state"
drive_above_1_share_pct = 14.71
n_fill_cell = 402
final_cell_mix = "9 x clkdlybuf4s50_1, 3 x nor2_1, 3 x clkbuf_4, 3 x dfxtp_1, 2 x a21oi_1"

[power]
cellLeakagePower_uw = 0.0001071
vdd_drop_max_mv = 0.08091
finalPower_uw = 230.2
pwr_density_cell_mw_per_mm2 = 657.0

[min_path]
holdCritPathClass = "register to register"
-- worst min-delay path, delay by kind of cell, from the launching register on --
family	cells	cell delay [ps]
AOI/OAI and AO/OA	2	180
DFF	1	340
-- cell type report --
class,instances,share of cell area (%)
clock buffers,4,7.500
flip-flops and latches,3,17.14
repair buffers,9,25.71
multi-input cells,17,32.14
well taps,46,16.43
inverters,1,1.071
-- cell usage after synthesis --
cell type  instances  area share, %
dfxtp_1            3             32
nor2_1             3            6.0
a21oi_1            2            5.3
a211o_1            1            4.7
a221oi_1           1            4.7
a22oi_1            1            4.0
a31oi_1            1            3.3
buf_6              1            6.0
inv_1              1            2.0
nand2_1            1            2.0
nand2b_1           1            3.3
nor2b_2            1            4.7
nor3_1             1            2.7
o21ai_1            1            2.7
o311ai_1           1            4.7
o31ai_2            1            6.7
o32a_1             1            5.3
-- logic make-up (layout without fill, tap and decap cells) --
group                  after synthesis  count (layout)  synth area share [%]
DFF                                  3               3                 32.00
AOI/OAI and AO/OA                   10              10                 41.34
and+or+nand+nor                      7               7                 18.66
buffers and inverters                2              14                 7.998
-- path summary, 6_finish.rpt --
check,startpoint,endpoint,slack (ps),cells after the start
setup / recovery,state[2],state[2],640,1
hold / removal,state[1],state[2],590,2
setup reg to reg,state[2],state[0],1330,3
hold reg to reg,state[1],state[2],590,2
-- metrics by stage --
stage	hold slack, ps	instances
after CTS	586.7	80
after detailed placement	575.2	76
after global placement	556.0	76
after global routing	602.8	80
final	590.8	80
after floorplan	491.6	22
-- power breakdown --
part	internal (uW)	switching, uW	total (uW)
Combinational	40.6	20.8	61.4
Sequential	59.5	19.8	79.3
Clock	62.4	27.1	89.5
Total	162	67.7	230
-- metal layers --
metal	share of wire [%]	up-vias
li1	-	110
met1	43	98
met2	49	5
met3	7.2	0
met4	0	0
met5	0	-
Power figures rest on the tool's default switching activity, not on a simulated workload.
